$ cat design.v
`timescale 1ns / 1ps
module ATM_Controller(clk,rst,account,pin,bal,ammount,IC,S,OP,N,Y,balance);
input wire clk,rst,IC,S,N;  
input wire [3:0] pin;
input wire [4:0] account;
input wire [2:0] bal;
input wire [2:0] ammount;
input wire [1:0] OP;  
output reg [11:0] Y;
output reg [2:0] balance;
parameter [3:0]  Welcome=4'b0000,            
                 Scan_Card=4'b0001,          
                 Enter_Pin=4'b0010,          
                 Option_For_Txn=4'b0011,     
                 Invalid=4'b0100,            
                 Withdraw=4'b0101,           
                 Balance_Check=4'b0110,      
                 Deposit=4'b0111,            
                 Withdrawn_Ammount=4'b1000,  
                 Balance_Show=4'b1001,       
                 Deposited_Ammount=4'b1010,  
                 Next=4'b1011;               
reg [3:0] current_state, next_state;
always @(*)
begin
     Y[0]  <= 0;
     Y[1]  <= 0; 
     Y[2]  <= 0;
     Y[3]  <= 0;
     Y[4]  <= 0;
     Y[5]  <= 0;
     Y[6]  <= 0;
     Y[7]  <= 0;
     Y[8]  <= 0;
     Y[9]  <= 0;
     Y[10] <= 0;
     Y[11] <= 0;
     next_state <= 0;
     balance <= bal;
case(current_state)
       Welcome:begin
                       if(IC)
                            begin
                            next_state <= Scan_Card;
                            Y[1] <= 1;
                            end
                       else
                            begin
                            next_state <= Welcome;
                            Y[0] <= 1;
                            end
                end
       Scan_Card: begin
                       if(S)
                            begin
                            next_state <= Enter_Pin;
                            Y[2] <= 1;
                            end
                       else
                            begin
                            next_state <= Welcome;
                            Y[0] <= 1;
                            end
                  end
      Enter_Pin: begin
                       if(pin == 4'b1111)
                            begin
                            next_state <= Option_For_Txn;
                            Y[3] <= 1;
                            end
                       else
                            begin
                            next_state <= Invalid;
                            Y[4] <= 1;
                       end
                 end
      Invalid: begin
                       next_state <= Welcome;
                       Y[0] <= 1;
               end
      Option_For_Txn: begin
                         if(OP == 2'b01)
                             begin
                             next_state <= Withdraw;
                             Y[5] <= 1;
                             end
                         else if(OP == 2'b10)
                             begin
                             next_state <= Balance_Check;
                             Y[6] <= 1;
                             end
                         else if(OP == 2'b11)
                             begin
                             next_state <= Deposit;
                             Y[7] <= 1;
                             end
                         else
                             begin
                             next_state <= Invalid;
                             Y[4] <= 1;
                             end
                 end
      Withdraw: begin
                        if(ammount <= bal) 
                             begin
                             balance<=bal-ammount;
                             next_state <= Withdrawn_Ammount;
                             Y[8] <= 1;
                             end
                        else
                             begin
                             next_state <= Invalid;
                             Y[4] <= 1;
                             end
                end
      Balance_Check: begin
                       next_state <= Balance_Show;
                       Y[9] <= 1;
                     end
      Deposit: begin
                    if(ammount <= 11)
                             begin
                             balance<=bal+ammount;
                             next_state <= Deposited_Ammount;
                             Y[10] <= 1;
                             end
                    else
                             begin
                             next_state <= Invalid;
                             Y[4] <= 1;
                             end
                    end
      Withdrawn_Ammount: begin
                             next_state <= Next;
                             Y[11] <= 1;
                         end
      Balance_Show: begin
                             next_state <= Next;
                             Y[11] <= 1;
                    end
      Deposited_Ammount: begin
                             next_state <= Next;
                             Y[11] <= 1;
                         end
      Next: begin
                   if(N)
                        begin
                        next_state <= Option_For_Txn;
                        Y[3] <= 1;
                        end
                   else
                        begin
                        next_state <= Welcome;
                        Y[0] <= 1;
                        end
            end
 endcase
end
always @(posedge clk or negedge rst)
         begin
              if(!rst)
                     begin
                     current_state<=Welcome;
                     end
              else
                     current_state<=next_state;
                     end
endmodule
$ cat run.sh
#!/bin/bash
# OpenROAD 26Q1-2900-gdf79404cd8, Yosys 0.63+post, stock flow scripts
make -C /OpenROAD-flow-scripts/flow DESIGN_CONFIG=/design/flow/config.mk WORK_HOME=/design/flow/orfs finish
$ cat config.mk
export PLATFORM = sky130hd
export DESIGN_NAME = ATM_Controller
export DESIGN_NICKNAME = ATM_Controller
export VERILOG_FILES = /design/flow/design.v
export SDC_FILE = /design/flow/constraint.sdc
export NUM_CORES = 4
export LEC_CHECK = 1
export CORE_AREA = 10 10 78 78
export DIE_AREA = 0 0 88 88
$ cat constraint.sdc
current_design ATM_Controller

set clk_period 2.6
set clk_io_pct 0.2

create_clock -name clk0 -period $clk_period [get_ports {clk}]

set non_clock_inputs [all_inputs -no_clocks]
set_input_delay [expr $clk_period * $clk_io_pct] -clock clk0 $non_clock_inputs
set_output_delay [expr $clk_period * $clk_io_pct] -clock clk0 [all_outputs]
==> changes_impl.md <==
### Physical design

- DP HPWL: ~1500 µm
- Drt wl/cell: 11.6 µm
- Max reg flops: 12
- Std-Cell Rows: 24
- Mean Syn Cell Area: about 11 µm²
- Yosys stat area: about 680 µm²
- P&R area growth vs syn: 79.3%
- IO Pins: 37
- WHS: approximately 0.38 ns
- Crit. End Element: output pin
- R2R depth: 3
- Cts hold-fix bufs: 0
- 1st-iter DRT viols: 7
- CTS clk-pin slew, worst paths: 0.05 ns
- ANT cells: 0
- Clk root buf: clkbuf_8
- Worst reg-to-reg setup slack: around 1.7 ns
- Setup violators final: 0
- Most flop-heavy register: current_state
- Crit path time final: between 2 and 3 ns
- Number of global-route vias before repair: around 670
- FP Util: 0.153
- Crit path launch type: primary input
- Ratio of cells with drive above 1 in the final layout: 0.318
- Yosys stat cell total: 63
- Worst path arrival time: roughly 2.0 ns
- Largest registers: current_state (12)
- Dominant cell area share: 0.407
- Leak: 0.000576 µW
- Hold Violations, Final: 0
- Clk buf depth: 2
- Total Power: around 470 µW
- First-pass GRT wire length: between 3000 and 4000 µm
- H-tree lvl count: 1
- Count of tool warnings: 31
- Antenna violations before repair: 0
- Insertion Delay late pin: 0.24 ns
- Outcome: finished clean
- GR Util All Layers: 0.0479
- Worst slack, placed: -0.410 ns
- Prevailing post-synth register cell: dfrtp_1
- Pwr Density: 384 mW/mm²
- Hold Path Class: flip-flop to flip-flop
- Ys flops: 12
- Setup WS post-layout: 0.0837 ns
- Post-synth top cells: dfrtp_1, inv_1, nand2_1
- Syn Inst Count: about 63
- Global route overflow: 0
- Fin area: approximately 0.0012 mm²
- Crit path kind: primary input to output pin
- DRC errors left: 0
- Highest clock rate: 397 MHz
- Post-synth seq share: 0.446
- Slew headroom: 0.655
- DRT Pass-1 Iters: 3
- Core ar.: between 0.004 and 0.005 mm²
- Hold Path Depth: 0
- Post-synthesis cell area: a little under 700 µm²
- Pin count of the biggest net entering global routing: 13
- DP Area: between 0.001 and 0.0015 mm²
- Post-synthesis async set-or-reset flop share: 1.00
- Count of library flops with an enable pin: 0
- Die X: around 88 µm
- Die footprint: a little under 0.008 mm²
- Via/cell ratio: between 3 and 4
- WL final: 1850 µm
- CP Data Required Time: roughly 2.1 ns
- ANT nets after route: 0
- Routed via count: approximately 600
- Final clock skew: 0.00470 ns
- Top-count cell post-synth: dfrtp_1
- Total of max-cap violations: 0
- RePlAce Congestion: 0.739
- Yosys synthesis warning count: 1
- Crit-path max FO: 2
- Port-buffer cells: 31
- Clock Sinks: 12
- Final Slew Violations: 0
- CTS tree: yes
- Distinct lib cells: 27
- Fillers: around 450
- Worst-Margin Slew: 0.516 ns
- TritonCTS Buffers: 3
- Die Y: 88 µm
- Top cells by area, synth: dfrtp_1, ha_1, fa_1
- Synth area leader: dfrtp_1
- Final cycle utilization of the critical path: 0.968
- Max VDD drop: around 140 µV
## final timing paths
kind | startpoint | to
worst max-delay path | ammount[0] | balance[1]
worst min-delay path | current_state[5]$_DFF_PN0_ | current_state[7]$_DFF_PN0_
worst max register to register | current_state[9]$_DFF_PN0_ | current_state[2]$_DFF_PN0_
worst min register to register | current_state[5]$_DFF_PN0_ | current_state[7]$_DFF_PN0_
max in group asynchronous | rst | current_state[0]$_DFF_PN1_
min in group asynchronous | rst | current_state[9]$_DFF_PN0_
## layer usage
metal / up-vias / global-route usage / wire, µm
li1: 298 / - / -
met1: 278 / 0.0582 / 805
met2: 27 / 0.0747 / 779
met3: 0 / 0.0299 / 262
met4: 0 / 0.00145 / 0
met5: - / 0 / 0
## where the power goes
part | total (µW) | internal [µW] | switching [µW] | leakage [µW]
sequential | 193 | 192 | 1.28 | 0.000164
clock | 170 | 107 | 62.0 | 0.0000228
combinational | 103 | 61.5 | 41.3 | 0.000389
## cell usage in the layout, fill, tap and decap left out, types with 2 or more instances in the layout
master and instances:
dlygate4sd2_1 5, buf_4 11, o221ai_2 2, o21ai_1 2, nand2_1 7, and2_1 2, a21oi_1 3, dfrtp_1 11
clkdlybuf4s50_1 21, ha_4 3, buf_2 3, nand2b_1 2, dlymetal6s2s_1 2, nand3_1 2, inv_2 3, clkbuf_8 3
inv_1 5
## layout make-up
type                       count  area, µm²  area share
clock buffer                   4       45.0      0.0372
inverter                       8       30.0      0.0248
multi-input combinational     41        393       0.324
sequential                    12        302       0.249
tap                           52       65.1      0.0537
timing repair buffer          42        377       0.311
## critical path, cell delays in order
cell,delay (ns)
clkdlybuf4s50_1,0.47
ha_1,0.23
fa_2,0.52
nand2_1,0.06
o221ai_2,0.07
buf_2,0.12
## per-stage QoR
stage	instances	utilization	TNS, ns
2_1_floorplan	63	-	0
3_3_place_gp	153	0.250	-1.76
3_5_place_dp	153	0.250	-1.73
4_1_cts	158	0.272	0
5_1_grt	159	0.274	-0.00599
6_report	159	0.274	0
## logic make-up (layout without fill, tap and decap cells)
group           after synthesis  count (layout)  synth area share
buf+inv                      10              54            0.0667
xor+xnor                      2               2            0.0259
simple gates                 21              21             0.167
fa+ha+maj                     6               6             0.133
compound gates               12              12             0.161
flops                        12              12             0.446
## repair_timing
action / in CTS / in global routing
pin swaps: 7 / 3
resized: 27 / 2
hold endpoints to repair: 0 / 0
endpoints found under the setup margin: 5 / 3
setup buffers: 1 / 1
Power figures rest on the tool's default switching activity, not on a simulated workload.
