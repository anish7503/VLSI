==> ./design.v <==
`timescale 1ns / 1ps
module Adder(A,B,Cin,Sum,Cout);
  input A,B,Cin;
  output Sum,Cout;
  wire W1,W2,W3;
  halfAdder HA1(.a(A),.b(B),.sum(W2),.carry(W1)); 
  halfAdder HA2(.a(W2),.b(Cin),.sum(Sum),.carry(W3)); 
  or(Cout,W1,W3);
endmodule
`timescale 1ns / 1ps
module fourBitadder(A,B,Cin,S,Cout);
  input [3:0] A,B;
  input Cin;
  output [3:0] S;
  output Cout;
  wire C0,C1,C2;
  Adder FA0(.A(A[0]),.B(B[0]),.Cin(Cin),.Sum(S[0]),.Cout(C0));
  Adder FA1(.A(A[1]),.B(B[1]),.Cin(C0),.Sum(S[1]),.Cout(C1));
  Adder FA2(.A(A[2]),.B(B[2]),.Cin(C1),.Sum(S[2]),.Cout(C2));
  Adder FA3(.A(A[3]),.B(B[3]),.Cin(C2),.Sum(S[3]),.Cout(Cout));
endmodule
`timescale 1ns / 1ps
module halfAdder(a,b,sum,carry);
  input a,b;
  output sum,carry;
  xor(sum,a,b);
  and(carry,a,b);
endmodule
==> ./run.sh <==
#!/bin/bash
# OpenROAD 26Q1-2900-gdf79404cd8, Yosys 0.63+post, stock flow scripts
make -C /OpenROAD-flow-scripts/flow DESIGN_CONFIG=/design/flow/config.mk WORK_HOME=/design/flow/orfs finish
==> ./config.mk <==
export PLATFORM = sky130hd
export DESIGN_NAME = fourBitadder
export DESIGN_NICKNAME = fourBitadder
export VERILOG_FILES = /design/flow/design.v
export SDC_FILE = /design/flow/constraint.sdc
export NUM_CORES = 4
export LEC_CHECK = 1
export CORE_AREA = 10 10 70 70
export DIE_AREA = 0 0 80 80
==> ./constraint.sdc <==
current_design fourBitadder

set clk_period 5.0
set clk_io_pct 0.2

create_clock -name clk0 -period $clk_period

set non_clock_inputs [all_inputs -no_clocks]
set_input_delay [expr $clk_period * $clk_io_pct] -clock clk0 $non_clock_inputs
set_output_delay [expr $clk_period * $clk_io_pct] -clock clk0 [all_outputs]
==> summary.rpt <==
IMPLEMENTATION SUMMARY REPORT
----------------------------------------------------
[Run status]
  Result of the run ........................ completed

[Floorplan]
  Width of the die ........................ 80 um
  FP Core Util ........................ 4.322%
  Chip area ........................ 0.006400 mm^2
  Die Y ........................ 80 um
  Count of pins on the block boundary ........................ 14
  Area inside the core boundary ........................ 0.003416 mm^2
  Floorplan row count ........................ 21

[Critical path]
  Worst-path cell chain ........................ clkdlybuf4s50_1 -> inv_1 -> fa_1 -> inv_1 -> fa_1 -> fa_1 -> inv_1 -> fa_1 -> inv_1 -> clkdlybuf4s50_1
  Required time of the worst setup path ........................ 4.00 ns
  Slowest Stage Delay on Critical Path ........................ 0.46 ns
  Critical Setup Path Class ........................ input port to output pin
  Worst setup EP type ........................ output pin
  CP max stage cell ........................ clkdlybuf4s50_1
  Top fanout value on the critical path ........................ 1
  Startpoint type of the worst setup path ........................ input port
  Cell family with most CP delay ........................ adder cells
  Data arrival, critical path ........................ 3.46 ns
  Number of buffers and inverters on the critical path ........................ 6

[Timing]
  Upper clock frequency limit ........................ 224.3 MHz
  Pin slew with the least headroom to its limit ........................ 0.1045 ns
  Slew headroom ........................ 93.01%
  Post-layout minimum cycle time ........................ 4.459 ns
  Crit share post-route ........................ 89.18%
  Final setup vio count ........................ 0
  Final Hold Viols ........................ 0
  RSZ-0062 raised after global routing ........................ no
  Worst hold margin ........................ 3.053 ns
  Final number of max-transition violations ........................ 0
  Post-Route Setup TNS ........................ 0 ns

[Drt]
  Routed metal-1 wirelength ........................ 255 um
  Post-detailed-route count of antenna-violating nets ........................ 0
  Number of inserted diodes ........................ 0
  DR WL met3 ........................ 82 um
  Detailed Route WL ........................ 449 um
  Routed via count ........................ 134
  Routed wire length per instance ........................ 6.068 um
  Uppermost layer routed ........................ met3
  Number of DRC markers in iteration 0 ........................ 0
  Number of detailed-route iterations in the first pass ........................ 1
  Drt drc ........................ 0
  Average vias per placed instance ........................ 1.811
  Amount of wire on met2 after detailed routing ........................ 111 um

[Global routing]
  Number of global-route vias before repair ........................ 162
  Largest net degree at the start of global routing ........................ 2
  Initial antenna violation count ........................ 0
  Total routing usage reported by global routing ........................ 1.392%
  Total overflow reported by the global router ........................ 0
  Wire length of the first global-routing pass ........................ 710 um

[Final layout]
  CLK BUF ........................ 0
  Utilization after layout ........................ 9.231%
  Number of sequential cells in the layout ........................ 0
  Total area of multi-input combinational cells ........................ 80.08 um^2
  Proportion of layout cells with a drive suffix above 1 ........................ 0%
  Flop area ........................ 0 um^2
  Syn-to-layout area delta ........................ 113.6%
  Most common cell after layout, fill and taps aside ........................ clkdlybuf4s50_1
  Commonest non-fill, non-tap cells in the layout ........................ clkdlybuf4s50_1, inv_1, fa_1
  Filler Cell Count ........................ 408

[Synth]
  Cells after synthesis ........................ 18
  Syn_area_per_cell ........................ 8.202 um^2
  Yosys warning tally ........................ 0
  Synth unique cells ........................ 3
  Register share after synthesis ........................ 0%
  Summed standard-cell area reported by yosys ........................ 147.6 um^2
  Count of instantiated cells in the yosys netlist ........................ 18
  Syn Std Cell Area ........................ 147.6 um^2

[Pwr]
  PD cells ........................ 90.87 mW/mm^2
  Leakage power figure ........................ 0.0001372 uW
  Worst vdd rail ir drop ........................ 0.00002256 V

[Clock network]
  Hold buffer count at CTS ........................ 0
  Post-CTS Setup Bufs ........................ 0
  Resize count post-CTS ........................ 0

[Flow run]
  Reported max-cap violation count ........................ 0
  Count of tool warnings ........................ 32

[Place]
  Final estimated routing congestion in global placement ........................ 0.7945
  Tally of buffers added on design ports ........................ 14
  Placed wire-length estimate after detailed placement ........................ 449.9 um

[Worst hold path]
  Worst min-delay path category ........................ input port to output pin

----------------------------------------------------
-- report_power, final --
| part | switching [uW] | internal (uW) | leakage, uW | total [uW] |
|---|---|---|---|---|
| clock | 0 | 0 | 0 | 0 |
| sequential | 0 | 0 | 0 | 0 |
| combinational | 8.12 | 20.5 | 0.000137 | 28.7 |
-- cell families (layout without fill, tap and decap cells) --
group,count (synthesis),after routing,share of synthesized area (%)
fa+ha+maj,4,4,54.24
buf+inv,14,24,45.77
-- cell usage after synthesis --
cell   count  area share, %
inv_1     10             25
buf_4      4             20
fa_1       4             54
-- layout make-up --
cell class	count	area share, %
inverter	10	11.90
multi-input combinational	4	25.40
tap	46	18.25
timing repair buffer	14	44.44
-- metal layers --
| layer | vias up | global-route usage [%] |
|---|---|---|
| met5 | - | 0 |
| met4 | 0 | 0 |
| met3 | 0 | 0.7955 |
| met2 | 14 | 1.766 |
| met1 | 60 | 2.072 |
| li1 | 60 | - |
-- through the flow --
step           worst slack, ns  std cells  total power, uW  area [um^2]
6_report                0.5409         74            28.65        315.3
2_1_floorplan            1.423         18            13.73        147.6
3_3_place_gp            0.5378         74            29.04        315.3
5_1_grt                 0.3829         74            32.56        315.3
3_5_place_dp            0.5040         74            29.56        315.3
4_1_cts                 0.4885         74            29.75        315.3
-- path summary, 6_finish.rpt --
check,endpoint,slack [ns],cells after the start,startpoint
max,S[3],0.54,10,A[0]
min,S[3],3.05,5,B[3]
No activity file was given, so power comes from the tool's default toggle rates.
